===== design.v =====
module instruction_queue(in, out, clk, ready, empty, rst);
input clk, rst;
input [31:0]in;
output ready, empty;
output reg [31:0]out;
reg [31:0] mem [0:7];
reg [2:0] op_ptr;
reg [2:0] ip_ptr;
assign empty = (op_ptr == ip_ptr) ? 1'b1 : 1'b0;
assign ready = ((ip_ptr == 3'b111) && (op_ptr != ip_ptr)) ? 1'b0 : 1'b1; 
always@ (posedge clk)
begin
    if (rst) begin
        ip_ptr <= 3'b0;
        op_ptr <= 3'b0;
    end
    else begin
        if (ready) begin
        mem[ip_ptr] <= in;
        if (ip_ptr == 3'b111) begin
            ip_ptr <= 3'b000;
        end
        else begin
            ip_ptr <= ip_ptr + 1'b1;
        end
        end
        if (!empty) begin
            out <= mem[op_ptr];
            if (op_ptr == 3'b111) begin
                op_ptr <= 3'b000;
            end
            else begin
                op_ptr <= op_ptr + 1'b1;
            end
        end
    end
end
endmodule

===== run.sh =====
#!/bin/bash
# OpenROAD 26Q1-2900-gdf79404cd8, Yosys 0.63+post, stock flow scripts
make -C /OpenROAD-flow-scripts/flow DESIGN_CONFIG=/design/flow/config.mk WORK_HOME=/design/flow/orfs finish

===== constraint.sdc =====
current_design instruction_queue

set clk_period 11.2
set clk_io_pct 0.2

create_clock -name clk0 -period $clk_period [get_ports {clk}]

set non_clock_inputs [all_inputs -no_clocks]
set_input_delay [expr $clk_period * $clk_io_pct] -clock clk0 $non_clock_inputs
set_output_delay [expr $clk_period * $clk_io_pct] -clock clk0 [all_outputs]

===== config.mk =====
export PLATFORM = sky130hd
export DESIGN_NAME = instruction_queue
export DESIGN_NICKNAME = instruction_queue
export VERILOG_FILES = /design/flow/design.v
export SDC_FILE = /design/flow/constraint.sdc
export NUM_CORES = 4
export LEC_CHECK = 1
export CORE_UTILIZATION = 40

==> run summary <==
Summary of the current implementation state.

- The instance count after placement with tap cells included is 895, for reference.
- The total track usage is 0.1538, for reference.
- In this run, the synthesized area fraction spent on xor and xnor cells is recorded as 0.006392.
- Entering global routing, the biggest net connects 37 pins.
- Registers take a little under 9000 um2.
- The final antenna-violating net count is 0, for reference.
- The chip footprint is 28570 um2, for reference.
- The dominant register cell is sky130_fd_sc_hd__edfxtp_1, for reference.
- The placement stage leaves a total instance area of about 12000 um2.
- The TritonCTS clock tree is built, for reference.
- The largest clock skew in the final design is approximately 0.013 ns, for reference.
- The max-slew violation count is 0, for reference.
- The final report lists a non-filler cell total of between 900 and 1k.
- Measured against the total synthesized area, the mux share comes to 0.1657.
- Measured in cells, the most critical reg-to-reg path has a length of 5.
- The share of the cycle needed by the critical path after routing is 0.4864, for reference.
- The transition time at the pin with the least slew margin is just under 0.8 ns, for reference.
- Based on the critical path, the design can be clocked at up to about 180 MHz.
- The highest supply drop recorded on VDD is 0.1256 mV.
- Once the clock tree was built, the resizer swapped 0 gates to a different size.
- The first detailed-routing pass ran for 4 iterations.
- The synthesized netlist occupies a cell area of roughly 11000 um2.
- In this run the tools logged warnings totalling 25.
- The power density of the placed cells is roughly 230 nW/um2, for reference.
- The class of the tightest hold or removal check is reg -> reg, for reference.
- The endpoint of the most critical register-to-register path is mem[6][25]$_DFFE_PP_, for reference.
- The number of max-cap violations is 0, for reference.
- The worst setup slack for register-to-register paths is ~8.1 ns, for reference.
- The type of the setup path with the least slack is reg -> out, for reference.
- The worst-case setup margin in the final layout is roughly 5.8 ns, for reference.
- The fraction of layout cells with a size suffix above 1 is 0.2835, for reference.
- The share of async-settable or async-resettable flops after synthesis is 0, for reference.
- The detailed router finished its first iteration with between 300 and 400 violations.
- For this configuration, the core starts out at a cell density of 0.4106.
- The endpoint required time on the critical path is 8.96 ns, for reference.
- In this run, synthesis inferred about 290 flip-flops with an integrated enable.
- In the final timing run, aggregate negative setup slack is 0 ns.
- Per the CTS log, the buffer count on the longest clock path is 3.
- The number of buffers inserted during clock tree synthesis is 29, for reference.
- The simple logic cell fraction of the synthesized area is 0.01458, for reference.
- The gate count of the mapped netlist is between 400 and 500, for reference.
- The insertion delay of the later-clocked pin in the worst-skew pair is about 0.53 ns, for reference.
- The sequential group share of total power is 0.499, for reference.
- After clock tree synthesis, the setup repair step added 0 buffers.
- The clock-pin slew on the worst setup and hold paths is approximately 0.060 ns, for reference.
- The cell total in the yosys stat output is 465, for reference.
- The distinct cell type count of the synthesized netlist is 37, for reference.
- The peak fanout along the critical path is 36, for reference.
- The number of placed I/O pins is around 70, for reference.
- The synthesis report lists the Yosys warning total as 1.
- The yosys synthesis chip area is 11160 um2, for reference.
- The design area is 13180 um2, for reference.
- The floorplan has roughly 60 rows.
- The tree is rooted in a sky130_fd_sc_hd__clkbuf_16.
- Dividing the detail-routed via count by the number of cells gives between 5 and 6.
- The tree built by TritonCTS fans out to 294 sinks.
- The worst endpoint data arrival time is between 3 and 4 ns, for reference.
- The minimum clock period is 5.448 ns, for reference.
- The height of the die is 169.0 um, for reference.
- The worst setup path startpoint is op_ptr[1]$_SDFFE_PP0N_, for reference.
- The number of global-route vias before repair is between 5k and 6k.
- Per the cell usage report, the commonest logic cell in the layout is sky130_fd_sc_hd__edfxtp_1.
- The power report lists cell-internal power as between 2000 and 2500 uW.
- Looking at the reg2reg group, the worst path starts from op_ptr[1]$_SDFFE_PP0N_.
- The worst slack after detailed placement is about 6.3 ns, for reference.
- The DRC violation total left in the routed layout is recorded as 0.
- The worst max-slew margin expressed relative to the limit is 0.4855, for reference.
- During placement, the flow inserted port buffers numbering between 60 and 70.
- The die is around 170 um wide.
- The proportion of total power due to net switching is 0.2336, for reference.
- The global route total overflow is 0, for reference.
- The final report lists the setup-violating endpoint count as 0.
- After floorplanning, the core was sized to cover between 20000 and 30000 um2.
- After synthesis, the mean cell area works out to 24.00 um2.
- Per the detail_route report, the via count comes to between 4k and 5k.
- The leakage power total is between 0.004 and 0.005 uW, for reference.
- The global-route wire length before repair is about 30000 um, for reference.
- The synthesis-to-finish area growth is 18.15%, for reference.
- The final hold violation count is 0, for reference.
- The category of the worst setup path capture point is an output port, for reference.
- The post-CTS hold buffer count recorded in the log is 0.
- At the end of routability-driven placement, the weighted congestion stood at about 0.74.
- Setup repair after global routing left no endpoint under its margin.
- The initial antenna violation count is 2.
- Fill cells in the final layout number 2168.
- Per the layout area report, the combinational gate area comes to 2293 um2.
- The share of synthesized area occupied by flip-flops and latches is 0.7858, for reference.
- The power dissipated by switching net loads is around 700 uW, for reference.
- The detailed placement HPWL is 10440 um, for reference.
- The capture point of the critical path was reported as ready.
- Per the cell usage report, the commonest logic cells after layout are 288 x sky130_fd_sc_hd__edfxtp_1, 67 x sky130_fd_sc_hd__clkdlybuf4s50_1, 64 x sky130_fd_sc_hd__mux4_2.
- The area fraction in full adders, half adders and majority gates is 0.004485, for reference.
- The run finished with clean final reports.
- Per the detail_route report, routed wire per instance is 20.03 um.
- The H-tree depth is 1, for reference.
- Of the total synthesized cell area, the portion taken by AND-OR and OR-AND cells is 0.008074.
- The combinational group share of total power is 0.209, for reference.
- STA classifies the critical path startpoint as a flip-flop.
- The register bit total from synthesis is slightly below 300, for reference.
- The portion of total power attributed to the clock network is 0.292, for reference.
- The largest combinational cell category by area is multiplexers, for reference.
- The routed design has roughly 19000 um of wire.
-- kinds of logic (layout without fill, tap and decap cells) --
| kind of cell | Yosys count | after routing |
|---|---|---|
| and+or+nand+nor | 25 | 25 |
| DFF | 294 | 294 |
| adders and majority gates | 4 | 4 |
| muxes | 97 | 97 |
| AOI/OAI and AO/OA | 13 | 13 |
| xor gates and xnor gates | 6 | 6 |
| other | 0 | 1 |
| buffers and inverters | 26 | 136 |
-- critical path: stages, from the launching register on --
cell and delay [ns]:
sky130_fd_sc_hd__dfxtp_4 0.69, sky130_fd_sc_hd__buf_4 0.52, sky130_fd_sc_hd__xnor2_1 0.20, sky130_fd_sc_hd__a31oi_2 0.69, sky130_fd_sc_hd__inv_1 0.09, sky130_fd_sc_hd__clkdlybuf4s50_1 0.42
-- how the worst min path moves through the flow --
stage | endpoint | cells past startpoint | start | slack, ns
finish | op_ptr[1]$_SDFFE_PP0N_ | 2 | ip_ptr[1]$_SDFFE_PP0N_ | 0.67
global route | op_ptr[1]$_SDFFE_PP0N_ | 2 | ip_ptr[1]$_SDFFE_PP0N_ | 0.74
CTS | op_ptr[1]$_SDFFE_PP0N_ | 2 | ip_ptr[1]$_SDFFE_PP0N_ | 0.68
-- metrics by stage --
step             util  hold WS, ns  power, uW
6_report       0.4851       0.6699       2979
4_1_cts        0.4850       0.6782       3029
3_3_place_gp   0.4536       0.6585       2143
5_1_grt        0.4850       0.7377       3132
2_1_floorplan       -       0.5973       1898
3_5_place_dp   0.4536       0.6753       2148
-- synth_stat cells (all sizes together) (2+ instances only) --
| master | count | area [um2] |
|---|---|---|
| xnor2 | 3 | 45.05 |
| nand3b | 2 | 15.01 |
| clkbuf | 8 | 30.03 |
| dfxtp | 6 | 120.1 |
| ha | 4 | 50.05 |
| nand4b | 2 | 17.52 |
| nor4b | 2 | 17.52 |
| nor3 | 3 | 15.01 |
| nor2 | 2 | 7.510 |
| mux2 | 32 | 397.9 |
| a31oi | 3 | 25.02 |
| nand2 | 3 | 11.26 |
| nor3b | 2 | 15.01 |
| nand4 | 2 | 12.51 |
| nor4bb | 2 | 20.02 |
| buf | 16 | 128.9 |
| or3 | 2 | 12.51 |
| inv | 2 | 7.510 |
| o21ai | 4 | 20.02 |
| xor2 | 3 | 26.28 |
| nand2b | 2 | 12.51 |
| edfxtp | 288 | 8648 |
| mux4 | 64 | 1441 |
-- routing by layer --
metal	global-route usage	routed length, um
met4	0.02389	349
met2	0.2231	8914
met3	0.09548	2470
met5	0	13
met1	0.2195	7243
-- flip-flops by register name (all words and copies together) (netlist names) --
signal and cells:
mem 256, out 32, ip_ptr 3, op_ptr 3
-- power by group through the flow --
stage	clock network, uW	registers (uW)	logic [uW]
finish	870	1490	624
global route	941	1510	684
CTS	898	1490	642
-- layout make-up --
type,instances,share of cell area
clock inverters,12,0.006643
well taps,372,0.03530
inverters,2,0.0005694
repair buffers,82,0.05941
diodes,1,0.0001898
flip-flops and latches,294,0.6657
multi-input cells,145,0.1740
clock buffers,40,0.05818
No activity file was given, so power comes from the tool's default toggle rates.
