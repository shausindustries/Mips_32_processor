## design/flow/constraint.sdc

```tcl
current_design reservation_station

set clk_period 15.9
set clk_io_pct 0.2

create_clock -name clk0 -period $clk_period [get_ports {clk}]

set non_clock_inputs [all_inputs -no_clocks]
set_input_delay [expr $clk_period * $clk_io_pct] -clock clk0 $non_clock_inputs
set_output_delay [expr $clk_period * $clk_io_pct] -clock clk0 [all_outputs]
```

## design/flow/design.v

```verilog
module reservation_station(clk,op,rd1,rd2,q1,q2,cdb,a,opa,opb,rn, tag);
input [5:0]op;
input [31:0]rd1,rd2;
input [3:0]q1,q2,rn;
input [31:0]a;
input [35:0]cdb;
input clk;
output reg [31:0]opa,opb;
output reg [3:0]tag;
reg [3:0] num [0:2];
reg [5:0] opr [0:2];
reg [31:0] vj [0:2];
reg [31:0] vk [0:2];
reg [3:0] qj [0:2];
reg [3:0] qk [0:2];
reg [31:0] addr [0:2];
reg busy [0:2];
reg wtj [0:2];
reg wtk [0:2];
integer i;
always @(posedge clk) begin
    for (i = 0; i <= 2; i = i + 1) begin
        num[i] <= rn;
        opr[i] <= op;
        if (q1 < 4'b1001 && q1 != 4'b0000) begin
            qj[i] <= q1;
            if (qj[i] == cdb[35:32]) begin
                vj[i] <= cdb[31:0];
                wtj[i] <= 1'b0;
                busy[i] <= 1'b1;
            end
            else begin
                wtj[i] <= 1'b1;
                busy[i] <= 1'b1;
            end
        end
        else if (q1 < 4'b1001 && q1 != 4'b0000) begin
            qk[i] <= q2;
            if (qk[i] == cdb[35:32]) begin
                vk[i] <= cdb[31:0];
                wtk[i] <= 1'b0;
                busy[i] <= 1'b1;
            end
            else begin
                wtk[i] <= 1'b1;
                busy[i] <= 1'b1;
            end
        end
        else begin
            vj[i] <= rd1;
            vk[i] <= rd2;
            qj[i] <= 4'b0000;
            qk[i] <= 4'b0000;
            wtj[i] <= 1'b0;
            wtk[i] <= 1'b0;
            if (wtj[i] == 1'b0 && wtk[i] == 1'b0) begin
                opa <= vj[i];
                opb <= vk[i];
                tag <= num[i];
                busy[i] <= 1'b0;
            end
            else begin
                busy[i] <= 1'b1;
        end
    end
    end
end
endmodule
```

## design/flow/run.sh

```bash
#!/bin/bash
# OpenROAD 26Q1-2900-gdf79404cd8, Yosys 0.63+post, stock flow scripts
make -C /OpenROAD-flow-scripts/flow DESIGN_CONFIG=/design/flow/config.mk WORK_HOME=/design/flow/orfs finish
```

## design/flow/config.mk

```make
export PLATFORM = sky130hd
export DESIGN_NAME = reservation_station
export DESIGN_NICKNAME = reservation_station
export VERILOG_FILES = /design/flow/design.v
export SDC_FILE = /design/flow/constraint.sdc
export NUM_CORES = 4
export LEC_CHECK = 1
export CORE_UTILIZATION = 40
```

==> report_table.html <==
<!-- implementation run metrics -->
<table>
<tr><th>Metric</th><th>Value</th></tr>
<tr><th colspan="2">Timing</th></tr>
<tr><td>Worst slew margin relative to its limit</td><td>0.520</td></tr>
<tr><td>Final max-slew violation count</td><td>0</td></tr>
<tr><td>Clock period minus final worst setup slack</td><td>~5.3 ns</td></tr>
<tr><td>Transition time at the pin with the least slew margin</td><td>between 0.7 and 0.8 ns</td></tr>
<tr><td>TNS Setup</td><td>0 ns</td></tr>
<tr><td>Final tally of setup violations</td><td>0</td></tr>
<tr><td>Maximum clock frequency</td><td>about 190 MHz</td></tr>
<tr><td>Final worst clock skew</td><td>just under 0.008 ns</td></tr>
<tr><td>Portion of the clock cycle consumed by the worst path in the final layout</td><td>0.334</td></tr>
<tr><td>RSZ-0062 raised after global routing</td><td>false</td></tr>
<tr><td>Fin. Hold Viols</td><td>0</td></tr>
<tr><th colspan="2">Detailed routing</th></tr>
<tr><td>WL/cell</td><td>between 10 and 15 um</td></tr>
<tr><td>Drt first pass iters</td><td>4</td></tr>
<tr><td>Violation count after the first detailed-route iteration</td><td>72</td></tr>
<tr><td>Antenna Violating Nets Remaining</td><td>0</td></tr>
<tr><td>Residual DRC count</td><td>0</td></tr>
<tr><td>Detailed Route WL</td><td>7590 um</td></tr>
<tr><td>Via density</td><td>4.37</td></tr>
<tr><td>N_diodes</td><td>0</td></tr>
<tr><td>Number of vias after detailed routing</td><td>between 2000 and 2500</td></tr>
<tr><th colspan="2">Die</th></tr>
<tr><td># rows</td><td>39</td></tr>
<tr><td>Die W</td><td>around 110 um</td></tr>
<tr><td>Die height</td><td>around 110 um</td></tr>
<tr><td>Number of I/O pins</td><td>between 200 and 250</td></tr>
<tr><td>CORE AREA</td><td>roughly 11000 um^2</td></tr>
<tr><td>Fp util</td><td>0.410</td></tr>
<tr><td>Die area</td><td>about 12000 um^2</td></tr>
<tr><th colspan="2">Clock tree</th></tr>
<tr><td>Max clock buf depth</td><td>2</td></tr>
<tr><td>Clock Latency Late Sink</td><td>0.41 ns</td></tr>
<tr><td># resized after CTS</td><td>0</td></tr>
<tr><td>CTS Root Buffer Type</td><td>sky130_fd_sc_hd__clkbuf_16</td></tr>
<tr><td>Setup bufs post-CTS</td><td>0</td></tr>
<tr><td>H-tree Lvls</td><td>4</td></tr>
<tr><td>Number of CTS-inserted buffers</td><td>17</td></tr>
<tr><td>Clock transition at the registers of the reported paths</td><td>~0.060 ns</td></tr>
<tr><td>Clock Sinks</td><td>approximately 140</td></tr>
<tr><td>Hold buffers post-CTS</td><td>0</td></tr>
<tr><td>Clock tree from TritonCTS</td><td>yes</td></tr>
<tr><th colspan="2">Yosys</th></tr>
<tr><td>Yosys warnings</td><td>10</td></tr>
<tr><td>Mean area per synthesized cell</td><td>approximately 24 um^2</td></tr>
<tr><td>Sequential element share of the synthesized area</td><td>0.890</td></tr>
<tr><td>Instance tally after logic synthesis</td><td>roughly 190</td></tr>
<tr><td>Synth Register Bits</td><td>between 100 and 150</td></tr>
<tr><td>Cells in synth_stat.txt</td><td>between 150 and 200</td></tr>
<tr><td>Unique cell type count in the Yosys netlist</td><td>14</td></tr>
<tr><td>Netlist area before placement</td><td>4660 um^2</td></tr>
<tr><td>Chip area estimate from yosys synthesis</td><td>4660 um^2</td></tr>
<tr><th colspan="2">Power</th></tr>
<tr><td>Max rail drop VDD</td><td>between 0.08 and 0.09 mV</td></tr>
<tr><td>PnR Total Power</td><td>around 0.95 mW</td></tr>
<tr><td>Cell Pwr Density</td><td>approximately 130 nW/um^2</td></tr>
<tr><td>Leakage power of the design</td><td>~2.5 nW</td></tr>
<tr><td>Sw power</td><td>approximately 0.18 mW</td></tr>
<tr><td>Switching share of total power</td><td>0.185</td></tr>
<tr><td>Internal power consumption</td><td>around 0.77 mW</td></tr>
<tr><td>Comb pwr share</td><td>0.083</td></tr>
<tr><td>Share of power burned in registers</td><td>0.484</td></tr>
<tr><td>Clock share of power</td><td>0.432</td></tr>
<tr><th colspan="2">Finish</th></tr>
<tr><td>FF/Latch Area</td><td>between 4000 and 5000 um^2</td></tr>
<tr><td>Fraction of final layout cells sized beyond drive strength 1</td><td>0.175</td></tr>
<tr><td>Layout Area Growth over Synthesis</td><td>54.9%</td></tr>
<tr><td>Multi-input combinational cell area</td><td>about 470 um^2</td></tr>
<tr><td>Final Cell Area</td><td>just over 7000 um^2</td></tr>
<tr><td>Core occupancy in the finished layout</td><td>0.635</td></tr>
<tr><td>FILL cells</td><td>~790</td></tr>
<tr><td>Non-filler instance count after layout</td><td>approximately 540</td></tr>
<tr><th colspan="2">Placed design</th></tr>
<tr><td>Final weighted congestion of routability-driven global placement</td><td>approximately 0.77</td></tr>
<tr><td>Cell count after placement</td><td>approximately 510</td></tr>
<tr><td>Number of buffers added on ports</td><td>between 150 and 200</td></tr>
<tr><td>Total half-perimeter wirelength after legalization and detailed placement</td><td>5210 um</td></tr>
<tr><td>Placed cell area</td><td>about 6600 um^2</td></tr>
<tr><th colspan="2">Critical path</th></tr>
<tr><td>Cells along the critical path</td><td>clkdlybuf4s50_1, nor3_2, xnor2_1, inv_2, buf_4, mux2_2</td></tr>
<tr><td>Slowest-stage cell, CP</td><td>sky130_fd_sc_hd__inv_2</td></tr>
<tr><td>R2R Setup Slk</td><td>about 14 ns</td></tr>
<tr><td>Critical path data required time</td><td>16.05 ns</td></tr>
<tr><td>Critical Path Source Type</td><td>primary input</td></tr>
<tr><td>WP buf/inv</td><td>3</td></tr>
<tr><td>Critical path fanouts, max</td><td>34</td></tr>
<tr><td>Cell type group with the largest total delay on the critical path</td><td>buffers and inverters</td></tr>
<tr><td>Kind of capture point of the worst setup path</td><td>register</td></tr>
<tr><td>Data arrival time of the critical path</td><td>about 5.5 ns</td></tr>
<tr><td>Type of the setup path with the least slack</td><td>in -&gt; reg</td></tr>
<tr><td>Largest stage delay, worst path</td><td>0.57 ns</td></tr>
<tr><th colspan="2">Global route</th></tr>
<tr><td>Largest net degree at the start of global routing</td><td>about 50</td></tr>
<tr><td>Initial antenna violation count</td><td>0</td></tr>
<tr><td>All-layer global routing usage</td><td>0.138</td></tr>
<tr><td>Global-route wire length before repair</td><td>about 11000 um</td></tr>
<tr><td>Global route overflow</td><td>0</td></tr>
<tr><td>Vias in the first global route</td><td>roughly 2300</td></tr>
<tr><th colspan="2">Run</th></tr>
<tr><td>Log Warnings</td><td>67</td></tr>
<tr><td>Max Cap Violations</td><td>0</td></tr>
<tr><th colspan="2">Outcome</th></tr>
<tr><td>Outcome</td><td>completed</td></tr>
<tr><th colspan="2">Hold path</th></tr>
<tr><td>Path class of the lowest-slack min-delay path</td><td>reg -&gt; reg</td></tr>
</table>
==> cells by family (layout without fill, tap and decap cells) <==
logic type,Yosys count,count (layout),synth area share
flip-flops,141,141,0.890
multiplexers,32,32,0.0782
AND/OR/NAND/NOR,9,9,0.0124
XOR/XNOR,5,5,0.00940
buffers and inverters,4,212,0.0105
==> sequential cells by signal, summed over array words and instances (netlist names) <==
signal / count
vj: 32
tag: 4
opa: 32
qj: 4
opb: 32
wtj: 1
vk: 32
num: 4
==> power by group through the flow <==
stage,registers [mW],logic (mW),clock network (mW)
CTS,0.460,0.0814,0.419
global route,0.463,0.0872,0.437
finish,0.460,0.0791,0.411
==> layer usage <==
layer	wire length [um]	track usage
met1	2900	0.203
met2	3430	0.201
met3	1110	0.0749
met4	142	0.0248
met5	0	0
==> layout by cell type, fill, tap and decap left out <==
cell	n
sky130_fd_sc_hd__clkinvlp_4	3
sky130_fd_sc_hd__nor2_1	1
sky130_fd_sc_hd__nor4_1	1
sky130_fd_sc_hd__nor2_4	1
sky130_fd_sc_hd__and2_2	1
sky130_fd_sc_hd__inv_2	1
sky130_fd_sc_hd__clkinv_4	2
sky130_fd_sc_hd__dfxtp_1	9
sky130_fd_sc_hd__nor3_2	1
sky130_fd_sc_hd__mux2_4	1
sky130_fd_sc_hd__clkinv_2	2
sky130_fd_sc_hd__clkbuf_8	1
sky130_fd_sc_hd__nor2b_1	3
sky130_fd_sc_hd__mux2_2	31
sky130_fd_sc_hd__xor2_1	4
sky130_fd_sc_hd__bufinv_16	4
sky130_fd_sc_hd__clkdlybuf4s50_1	176
sky130_fd_sc_hd__clkbuf_16	17
sky130_fd_sc_hd__or2b_1	1
sky130_fd_sc_hd__edfxtp_1	132
sky130_fd_sc_hd__buf_4	3
sky130_fd_sc_hd__clkbuf_1	1
sky130_fd_sc_hd__inv_6	2
sky130_fd_sc_hd__xnor2_1	1
==> Yosys cell counts <==
cell,instances,area [um^2]
sky130_fd_sc_hd__mux2_2,31,349
sky130_fd_sc_hd__nor2b_1,3,18.8
sky130_fd_sc_hd__nor3_2,1,10.0
sky130_fd_sc_hd__nor2_1,2,7.51
sky130_fd_sc_hd__edfxtp_1,132,3960
sky130_fd_sc_hd__and2_2,1,7.51
sky130_fd_sc_hd__buf_8,3,45.0
sky130_fd_sc_hd__or2b_1,1,7.51
sky130_fd_sc_hd__xor2_1,4,35.0
sky130_fd_sc_hd__dfxtp_1,9,180
sky130_fd_sc_hd__nor4_1,1,6.26
sky130_fd_sc_hd__xnor2_1,1,8.76
sky130_fd_sc_hd__inv_2,1,3.75
sky130_fd_sc_hd__mux2_4,1,15.0
==> worst paths after layout <==
kind                                 from        end  depth (start not counted)
worst max-delay path                q1[2]  vj[2][22]                          6
worst max register to register   qj[2][3]  vj[2][14]                          4
worst min register to register  num[2][0]     tag[0]                          0
worst min-delay path            num[2][0]     tag[0]                          0
==> per-stage QoR <==
step	hold WS (ns)	worst slack (ns)
detailed placement	0.389	10.11
finish	0.402	10.59
CTS	0.403	10.54
floorplan	0.386	9.06
global placement	0.389	10.12
global route	0.414	10.42
==> final cells by class <==
type                            count  area share
Tap cell                          143      0.0248
Multi-Input combinational cell     46      0.0656
Timing Repair Buffer              179       0.247
Inverter                            1    0.000520
Sequential cell                   141       0.574
Clock buffer                       19      0.0614
Clock inverter                     13      0.0260
No activity file was given, so power comes from the tool's default toggle rates.
